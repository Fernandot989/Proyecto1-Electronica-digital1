File: ./config.mk
export PLATFORM = sky130hd
export DESIGN_NAME = top
export DESIGN_NICKNAME = top
export VERILOG_FILES = /design/flow/design.v
export SDC_FILE = /design/flow/constraint.sdc
export NUM_CORES = 4
export LEC_CHECK = 1
export CORE_UTILIZATION = 30
File: ./constraint.sdc
current_design top

set clk_period 4.6
set clk_io_pct 0.2

create_clock -name clk0 -period $clk_period [get_ports {CLK}]

set non_clock_inputs [all_inputs -no_clocks]
set_input_delay [expr $clk_period * $clk_io_pct] -clock clk0 $non_clock_inputs
set_output_delay [expr $clk_period * $clk_io_pct] -clock clk0 [all_outputs]
File: ./design.v
module Ordenar(input siguiente, regresar, cancelar, clk, reset, output reg Y0, Y1);  
    reg [2:0] state, next_state;  
    parameter Menu = 3'b000, Comida = 3'b001, Bebida = 3'b010, Pago = 3'b011, Ordenconfirmada = 3'b100;  
    always @ (siguiente or regresar or cancelar or state) begin 
        case (state)
            Menu: begin							 
                    if (siguiente == 1)			 
                        next_state <= Comida;
					else
						next_state <= Menu;
                end
            Comida: begin						 
                    if (siguiente == 1) 		 
                        next_state <= Bebida; 	 
                    else if (regresar == 1)
                        next_state <= Menu;
					else
						next_state <= Comida;
                end
            Bebida: begin						 
                    if (siguiente == 1) 		 
                        next_state <= Pago; 	 
                    else if (regresar == 1)		 
                        next_state <= Comida;
					else if (cancelar == 1)
						next_state <= Menu;
					else
						next_state <= Bebida;
                end
			Pago: begin							 
                    if (siguiente == 1) 		 
                        next_state <= Ordenconfirmada; 	 
                    else if (regresar == 1)		 
                        next_state <= Bebida;
					else if (cancelar == 1)
						next_state <= Menu;
					else
						next_state <= Pago;
                end
			Ordenconfirmada: begin				 
                    if (cancelar == 1) 			 
                        next_state <= Menu; 
					else
						next_state <= Ordenconfirmada; 						
                end
            default: 							 
				next_state <= Menu; 
        endcase
    end
    always @ (posedge clk or posedge reset) begin	 
        if (reset == 1)
            state <= Menu;
        else
            state <= next_state;
    end
	initial state <= 3'b000;
	 always @ (state) begin							
        case (state)
            Menu: begin 		 
				Y0 <= 1'b1;
				Y1 <= 1'b0;
				end
            Comida: begin 		 
				Y0 <= 1'b0;
				Y1 <= 1'b0;
				end
            Bebida: begin 		 
				Y0 <= 1'b0;
				Y1 <= 1'b0;
				end
			Pago: begin 		 
				Y0 <= 1'b0;
				Y1 <= 1'b0;
				end
			Ordenconfirmada: begin  
				Y0 <= 1'b0;
				Y1 <= 1'b1;
				end
            default: begin		 
				Y0 <= 1'b0;
				Y1 <= 1'b0;
				end
        endcase
    end	
endmodule
module Entregar(input enable, siguiente, clk, reset, output reg Y2, Y3);  
    reg [2:0] state, next_state;	 
    parameter Ordenrecibida = 3'b000, Prepararorden = 3'b001, Empacarorden = 3'b010, Enviarorden = 3'b011, Ordenentregada = 3'b100;  
    always @ (enable or siguiente or state) begin
        case (state)
            Ordenrecibida: begin		 
                    if (enable == 1)	 
                        next_state <= Prepararorden;
					else
						next_state <= Ordenrecibida;
                end
            Prepararorden: begin		 
                    if (siguiente == 1)  
                        next_state <= Empacarorden;
					else
						next_state <= Prepararorden;
                end
            Empacarorden: begin			 
                    if (siguiente == 1)  
                        next_state <= Enviarorden; 
					else
						next_state <= Empacarorden;
                end
			Enviarorden: begin			 
                    if (siguiente == 1)  
                        next_state <= Ordenentregada; 
					else
						next_state <= Enviarorden;
                end
			Ordenentregada: begin		 
                    if (siguiente == 1)  
                        next_state <= Ordenrecibida; 
					else
						next_state <= Ordenentregada;
                end
            default: 					 
				next_state <= Ordenrecibida; 
        endcase
    end
    always @ (posedge clk or posedge reset) begin	 
        if (reset == 1)
            state <= Ordenrecibida;
        else
            state <= next_state;
    end
	initial state <= 3'b000;
	 always @ (state) begin
        case (state)
            Ordenrecibida: begin 	 
				Y2 <= 1'b1;
				Y3 <= 1'b0;
				end
            Prepararorden: begin 	 
				Y2 <= 1'b0;
				Y3 <= 1'b0;
				end
            Empacarorden: begin 	 
				Y2 <= 1'b0;
				Y3 <= 1'b0;
				end
			Enviarorden: begin 		 
				Y2 <= 1'b0;
				Y3 <= 1'b0;
				end
			Ordenentregada: begin 	 
				Y2 <= 1'b0;
				Y3 <= 1'b1;
				end
            default: begin			 
				Y2 <= 1'b0;
				Y3 <= 1'b0;
				end
        endcase
    end
endmodule
module top (
	input CLK,
		input PIN_4, PIN_14, PIN_17, PIN_20, PIN_23,  
		output PIN_7, PIN_8, PIN_9, PIN_10, PIN_11, PIN_12, PIN_13,  
    output LED,    
    output USBPU   
);	
    assign USBPU = 1'b0;
    wire siguiente, regresar, cancelar, enable, Y0, Y1, Y2, Y3, S2, S3, S4, reset, clk;  
	assign siguiente = ~PIN_14;  
	assign regresar = ~PIN_17;
	assign cancelar = ~PIN_23;
	assign enable = ~PIN_4;
	assign reset = 0;  
	assign S2 = PIN_7;  
	assign S3 = PIN_8;
	assign S4 = PIN_9;
	assign Y0 = PIN_10;
	assign Y1 = PIN_11;
	assign Y2 = PIN_12;
	assign Y3 = PIN_13;
	assign clk = counter[25];  
    Ordenar FMS1(siguiente, regresar, cancelar, clk, reset, Y0, Y1);  
	Entregar FSM2(enable, siguiente, clk, reset, Y2, Y3);	
    reg [25:0] counter;
    always @(posedge CLK) begin
        counter <= counter + 1;
    end
	assign LED = clk;
endmodule
File: ./run.sh
#!/bin/bash
# OpenROAD 26Q1-2900-gdf79404cd8, Yosys 0.63+post, stock flow scripts
make -C /OpenROAD-flow-scripts/flow DESIGN_CONFIG=/design/flow/config.mk WORK_HOME=/design/flow/orfs finish
==> CHANGELOG.md <==
### Implementation results

- Setup crit end kind: output pin
- WHS: about 0.43 ns
- Reg-to-Reg End: counter[25]$_DFF_P_
- Synth Seq Share: a little under half
- Endpoints left unconstrained: 10
- RSZ-0062 raised after global routing: no
- Setup ws final: approximately 2.4 ns
- Root Buffer: clkbuf_8
- Tcrit/Tclk final: 47.4%
- Reg2reg start: counter[2]$_DFF_P_
- Antenna Nets Post-Route: 0
- Yosys cell types: 28
- Avg Cell Area, Syn: around 10 um2
- Switching share of total power: between 10% and 20%
- Critical path peak fanout: 8
- Met1 GRT Util: roughly 13%
- #FFs+latches synth: 32
- Crit path time final: about 2.2 ns
- CP startpoint kind: flip-flop
- Layout area overhead: 13.8%
- Peak VDD IR: around 0.00026 V
- Num ports: 15
- Die Wd: 68.8 um
- Top post-synthesis cells by area: dfxtp_1, xnor2_1, xor2_1
- Area leader share: between 40 and 50%
- Leakage: about 0.53 nW
- Gpl congestion: between 0.7 and 0.8
- Vias in the first global route: around 860
- Kind of cell adding the most delay to the critical path: buffers and inverters
- WL per Instance: approximately 10 um
- Initial core utilization: between 30% and 40%
- CTS tree: built
- Synth warnings: 6
- Fin cells: between 150 and 200
- R2R depth: 4
- Hold_buf cts: 0
- Die area: 4730 um2
- CTS Buf Count: 3
- Pwr dens: ~250 nW/um2
- Hold WC Path Type: reg2reg
- Worst path bufs/invs: 1
- Hold path start: counter[0]$_DFF_P_
- Setup Buffers After CTS: 0
- Register pins left without a clock: 6
- Slowest cell on crit path: clkdlybuf4s50_1
- Hold path endpoint: counter[0]$_DFF_P_
- Post-synthesis cell count: 134
- Internal: around 0.31 mW
- DP Worst Slack: between 2 and 3 ns
- Final setup fails: 0
- CP arrival: approximately 1.3 ns
- Vias: around 910
- Die height: 68.8 um
- Status: finished, final reports clean
- Share of cells above drive strength 1: around 6.2%
- Data required, critical path: roughly 3.7 ns
- Row count: 23
- CP peak stage delay: about 0.51 ns
- Max Cap Violations: 0
- Largest net degree at the start of global routing: 15
- Worst-Skew Late Latency: roughly 0.26 ns
- Longest Clk Path Bufs: 2
- CTS H-Tree Depth: 1
- Hold Crit Depth: 1
- Hpwl dp: about 1500 um
- First-pass GRT wire length: 3400 um
- Class of the most critical setup path: reg2out
- Mapped Area: approximately 1300 um2
- Tool warnings: 26
- Final wirelength: 1960 um
- First-pass iteration count of the detailed router: 4
- Combinational share of power: roughly 2.1%
- Port bufs: 9
- M3 GR Usage: 1.67%
- # Cells Yosys: about 130
- Worst-path cell chain: clkdlybuf4s50_1
- Gr busiest metal: met2
- Aggregate global routing overflow: 0
- GRT Total Usage: approximately a tenth
- GR Util met2: around 17%
- R2R setup slack: just over 3 ns
- Final Hold Fails: 0
- Clk slew on worst S/H paths: ~0.08 ns
- Clock Skews: 0.00417 ns
- Placed Instances: around 190
- Core box area: 4140 um2
- Area leader, netlist: dfxtp_1
- Post-detailed-route via-to-cell ratio: ~4.7
- Clock Power Share: a little under two fifths
- Slew Viols, Final: 0
- N_diodes: 0
- Sw Pwr: around 0.067 mW
- Resized cells post-CTS: 0
- Number of DRC markers in iteration 0: 5
- Final TNS setup: 0 ns
- Chip area line of the yosys report: around 1300 um2
- Sequential power share: 60.3%
- FMAX: 459 MHz
- Initial antenna violation count: 0
- Remaining routing DRC violations: 0
## flip-flops by register name, summed over array words and instances, names as in the netlist
signal and flops:
FMS1.state 3, counter 26, FSM2.state 3
## through the flow
step	utilization [%]	total power, mW	area (um2)
3_5_place_dp	35.4	0.238	1470
4_1_cts	36.7	0.377	1520
3_3_place_gp	35.4	0.238	1470
2_1_floorplan	-	0.236	1350
6_report	36.7	0.373	1520
5_1_grt	36.7	0.385	1520
## cells by family (layout without fill, tap and decap cells)
group	after synthesis	after routing	share of synthesized area, %
DFF	32	32	47.9
and+or+nand+nor	57	57	25.4
AOI/OAI and AO/OA	7	7	3.84
muxes	2	2	1.50
xor gates and xnor gates	25	25	16.4
adders and majority gates	1	1	0.935
buffers and inverters	9	17	3.74
other	1	4	0.280
## per-layer routing
layer  up-vias  routed length [um]
met2        10                 954
met5         -                   0
li1        476                   -
met3         0                  50
met1       427                 959
met4         0                   0
## power by group through the flow
stage	registers (mW)	clock network [mW]	logic, mW
4_1_cts	0.225	0.144	0.00799
5_1_grt	0.225	0.151	0.00881
6_report	0.225	0.140	0.00789
## cell type report
type                            instances  area (um2)
Clock buffer                            4        55.1
Inverter                                4        15.0
Sequential cell                        32         641
Fill cell                             409        2620
Timing Repair Buffer                    9        90.1
Tap cell                               50        62.6
Multi-Input combinational cell         96         658
## worst reg2reg max path, stage by stage (launching register included)
cell,delay (ns)
dfxtp_1,0.38
nand4_1,0.28
nor3b_1,0.48
nand3_1,0.16
xnor2_1,0.15
## worst max path at each step
| stage | startpoint | end | slack (ns) | depth (start not counted) |
|---|---|---|---|---|
| 5_1_grt | counter[25]$_DFF_P_ | LED | 2.35 | 1 |
| 4_1_cts | counter[25]$_DFF_P_ | LED | 2.41 | 1 |
| 6_report | counter[25]$_DFF_P_ | LED | 2.42 | 1 |
## layout by cell type (no fill, tap or decap), types with 3 or more instances in the layout
| cell type | synthesis | routed |
|---|---|---|
| nand3_1 | 10 | 10 |
| clkbuf_8 | 0 | 4 |
| xnor2_1 | 19 | 19 |
| clkdlybuf4s50_1 | 0 | 9 |
| a21oi_1 | 3 | 3 |
| inv_1 | 4 | 4 |
| nand2_1 | 8 | 8 |
| nor2_1 | 9 | 9 |
| nor3_1 | 7 | 7 |
| nor2b_1 | 3 | 3 |
| nand4_1 | 6 | 6 |
| xor2_1 | 6 | 6 |
| conb_1 | 1 | 4 |
| dfxtp_1 | 32 | 32 |
| and3_1 | 3 | 3 |
## cells in the mapped netlist, drive strengths merged
| cell type | number |
|---|---|
| xor2 | 6 |
| buf | 5 |
| nand3 | 11 |
| nand2b | 2 |
| ha | 1 |
| inv | 4 |
| nand2 | 8 |
| nand4 | 7 |
| nor2b | 3 |
| mux2i | 2 |
| and4 | 2 |
| and3 | 4 |
| nor2 | 9 |
| conb | 1 |
| a211oi | 1 |
| xnor2 | 19 |
| nor3b | 1 |
| nor4 | 2 |
| and2 | 1 |
| a32o | 2 |
| nor3 | 7 |
| a21oi | 3 |
| a41oi | 1 |
| dfxtp | 32 |
No activity file was given, so power comes from the tool's default toggle rates.
